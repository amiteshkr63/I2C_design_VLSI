File: /design/flow/design.v
module i2c_trial (
	input clk,    						 
	input rst_n,						 
	input [7:0] wdata,					 
	input [6:0] addr,					 
	input  write,						 
	input dv,							 
	input in_sda,						 
	output reg [2:0] d_count,		 
	output reg [3:0] a_count,		 
	output reg a_count_done,		 
	output reg d_count_done,		 
	output reg out_sda,				 
	output scl,						 
	output [7:0] rdata,				 
	output reg i2c_ready,			 
	output reg i2c_error,
	output reg i2c_data_valid		 
);
	reg [7:0] ir_wdata;				 
	reg [6:0] ir_addr;				 
	reg [7:0] ir_rdata;				 
	assign rdata = ir_rdata;		 
reg [3:0] state_counter;			 
reg [2:0] scl_counter;				 
typedef enum{IDLE, START, ADDR, ASL_ACK, WDATA, RDATA, DSL_ACK, DM_NACK, STOP} states;
states pst;
reg scl_en = 0;
assign scl = scl_en?'d0:'dz;						 
always_ff @(posedge clk or negedge rst_n) begin
	if(~rst_n) begin
		scl_en <= 'd0;
	end else begin
		if(pst == IDLE || pst == STOP)  begin
			if (scl_counter == 'd7) scl_en <= 'd0;
		end else if (pst == START) begin
			if (state_counter == 15) begin
				scl_en <= 'd1;
			end else scl_en <= 'd0;
		end  else if (pst == ASL_ACK || pst == DSL_ACK) begin
				if(state_counter == 'd15 && in_sda) scl_en <= 'd0; 
				else begin
					if(scl_counter == 'd7) scl_en <= ~scl_en;
				end 
		end else begin
			if (scl_counter == 'd7) scl_en <= ~scl_en;
		end
	end
end
always_ff @(posedge clk or negedge rst_n) begin : proc_
	if(~rst_n) begin
		state_counter <= 0;
		scl_counter <= 0;
	end else begin
		state_counter <= state_counter + 1;
		scl_counter <= scl_counter +1;
	end
end
always_ff @(posedge clk or negedge rst_n) begin
	if(~rst_n) begin
		a_count <= 'd8;
		d_count <= 'd7;
		d_count_done <= 0;
		a_count_done <= 0;
	end else begin
		if (pst == START || pst == ADDR) begin
			if (state_counter == 'd15) a_count <= a_count - 'd1;
			case (a_count)
				0: begin
					 if (state_counter == 'd15) begin
					 	a_count_done <= 'd1;
					 	a_count <= 'd8;
					 end  
				end
				default : if (state_counter == 'd15)  a_count_done <= 'd0;
			endcase
		end else begin
			a_count <= 'd8;
			a_count_done <= 'd0;
		end  
		if (pst == WDATA || pst == RDATA) begin
			if (state_counter == 'd15)  d_count <= d_count - 'd1;
			case (d_count)
				0: begin 
					if (state_counter == 'd15)  d_count_done <= 'd1;
				end		
				default : if (state_counter == 'd15)  d_count_done <= 'd0;
			endcase
		end else begin
			d_count <= 'd7;
			d_count_done <= 'd0;
		end 
	end
end
always_ff @(posedge clk or negedge rst_n) begin
	if(~rst_n) begin
		pst <= IDLE;
		out_sda <= 'd1;
		ir_wdata <= 'd0;
		ir_addr <= 'd0;
		ir_rdata <= 'd0;
		i2c_ready <= 'd0;
		i2c_error <= 'd0;
		i2c_data_valid <= 'd0;
	end else begin
			case (pst)
				IDLE: begin 												 
					if(dv) begin 
						ir_wdata <= wdata;
						ir_addr <= addr;
						if (state_counter == 'd15) begin
							pst <= START; 
							out_sda <= 'd0;
						end  else pst <= IDLE;
					end else begin
						out_sda <= 'd1; 
						if (state_counter == 'd15)  pst <= IDLE;
					end
				end
				START: begin 												 
					if (state_counter == 'd15) begin
						pst <= ADDR; 
						out_sda <= addr[a_count-2];
					end else pst <= START;
				end
				ADDR: begin 												 
					case (a_count)
						0: begin
							if (state_counter == 'd15) begin
								pst <= ASL_ACK; 
								out_sda <= 'd1;
							end  else pst <= ADDR;
						end
						1: begin
							if (state_counter == 'd15) begin
								out_sda <= ~write;
								pst <= ADDR;
							end  
						end
						default : begin
							if (state_counter == 'd15) begin
								pst <= ADDR;
								out_sda <= ir_addr[a_count-2];
							end  
						end
					endcase
				end
				ASL_ACK: begin 												 
					if (state_counter == 'd15 && in_sda) begin
							pst <= STOP;
							out_sda <= 'd0;
							i2c_error <= 'd1;
							i2c_ready <= 'd1;
					end else begin
						if (state_counter == 'd15) begin
							if (write) begin
								pst <= WDATA;
								out_sda <= ir_wdata[d_count];
							end else begin
								pst <= RDATA;
								out_sda <= 'd1;
							end	
						end else pst <= ASL_ACK;		
					end
				end
				WDATA: begin												 
					if (d_count == 0) begin
						if (state_counter == 'd15) begin
							pst <= DSL_ACK; 
							out_sda <= 'd1;
							i2c_ready <= 'd1;
						end else pst <= WDATA;	
					end else begin 
						if (state_counter == 'd15) begin
							pst <= WDATA;
							out_sda <= ir_wdata[d_count-1];
							i2c_ready <= 'd0;
						end
					end
				end
				DSL_ACK: begin 												 
					if (dv && (ir_addr == addr) && write) begin							
						ir_wdata <= wdata;
						if (state_counter == 'd15 && (~in_sda) ) begin
							pst <= WDATA;
							out_sda <= ir_wdata[d_count];
						end else if (state_counter == 'd15 && in_sda) begin
							pst <= STOP;
							out_sda <= 'd0;
							i2c_ready <= 'd1;
							i2c_error <= 'd1;
						end else begin
							pst <= DSL_ACK;
						end 								
					end else begin
						if (state_counter == 'd15) begin
							pst <= STOP;
							out_sda <= 'd0;
						end else pst <= DSL_ACK;	
					end
					i2c_ready <= 'd0;
				end
				RDATA: begin 												 
						if (d_count == 0) begin
							if (state_counter == 'd15) begin
								pst <= DM_NACK;
								out_sda <= 'd0;
								i2c_ready <= 'd1;
							end else pst <= RDATA;
							if (state_counter == 'd9) begin
								ir_rdata[d_count] <= in_sda;
								i2c_data_valid <= 'd1;
							end
						end else begin
							if (state_counter == 'd15) begin
								pst <= RDATA;
								out_sda <= 'd1;
								i2c_ready <= 'd0; 
							end
							if (state_counter == 'd9) begin
								ir_rdata[d_count] <= in_sda; 	
							end 
						end
				end
				DM_NACK: begin 												 
					i2c_data_valid <= 'd0;	
					if (dv && (ir_addr == addr) && (~write)) begin
						ir_wdata <= wdata;
						if (state_counter == 'd15) begin
							pst <= RDATA;
							out_sda <= 'd1;
						end else begin
							pst <= DM_NACK;
							out_sda <= 'd0;
						end 
					end else begin
						if (state_counter == 'd15) begin
							pst <= STOP;
							out_sda <= 'd0;
						end else if (state_counter == 'd6) begin
							out_sda <= 'd1;
							pst <= DM_NACK;
						end else pst <= DM_NACK;
					end
					i2c_ready <= 'd0;
				end
				STOP: begin 												 
					if (state_counter == 'd15) begin
						pst <= IDLE;
						out_sda <= 'd1;
					end else if (state_counter == 'd10) begin
						out_sda <= 'd1;
						pst <= STOP;
					end else begin
						pst <= STOP;
					end
					i2c_ready <= 'd0;
					i2c_error <= 'd0;
				end
				default: begin
					if (state_counter == 'd15)  pst <= IDLE;
					out_sda <= 'd1;
					i2c_ready <= 'd0;
				end
			endcase
	end
end
endmodule : i2c_trial
File: /design/flow/config.mk
export PLATFORM = sky130hd
export DESIGN_NAME = i2c_trial
export DESIGN_NICKNAME = i2c_trial
export VERILOG_FILES = /design/flow/design.v
export SDC_FILE = /design/flow/constraint.sdc
export NUM_CORES = 4
export LEC_CHECK = 1
export CORE_UTILIZATION = 50
File: /design/flow/constraint.sdc
current_design i2c_trial

set clk_period 3.7
set clk_io_pct 0.2

create_clock -name clk0 -period $clk_period [get_ports {clk}]

set non_clock_inputs [all_inputs -no_clocks]
set_input_delay [expr $clk_period * $clk_io_pct] -clock clk0 $non_clock_inputs
set_output_delay [expr $clk_period * $clk_io_pct] -clock clk0 [all_outputs]
File: /design/flow/run.sh
#!/bin/bash
# OpenROAD 26Q1-2900-gdf79404cd8, Yosys 0.63+post, stock flow scripts
make -C /OpenROAD-flow-scripts/flow DESIGN_CONFIG=/design/flow/config.mk WORK_HOME=/design/flow/orfs finish
==> qor.yml <==
run_status: "completed"
gp_congestion: 0.915
clkSlewWorstSetupHoldPaths_ns: 0.09
gr-total-overflow: 0
post_layout_nonfiller_instances: 405
clock_tree_from_tritoncts: "built"
synth_sequential_area_ratio_pct: 41.8
switching_part_of_the_total_pct: 21.1
fp-row-count: 27
cts-buffers-inserted: 5
grt_first_pass_wirelength_um: 11200
pin_count: 42
endpoint_class_of_the_critical_path: "flop"
final-max-slew-violation-count: 0
chip_area_mm2: 0.00621
final_core_util_pct: 62.6
drt_pre_antenna_iters: 4
pwr_density_cell_mw_per_mm2: 287
inserted_diodes: 0
synth_simple_gate_area_share_pct: 13.9
intPower_uw: 794
post_synth_num_cell_types: 58
vias: 2371
critical_path.max_fanout: 8
cts_resized: 0
total_power_mw: 1.01
worst_ep_arrival_time_ns: 3.23
number_of_openroad_warnings: 33
register_to_register_path_depth: 9
die.size.y_um: 78.8
postCtsSetupBuffers: 0
synth.comb.largest_family: "AND-OR/OR-AND gates"
clock_insertion_delay_worst_skew_ns: 0.30
synth.yosys.warnings: 2
ys_sh_mux_pct: 12.4
grt_max_degree: 50
relSlewSlack_pct: 58.1
initial_core_util_pct: 52.6
io_buffer_count: 40
worst-slew-pin-transition_ns: 0.628
hold_path.class: "reg -> reg"
syn_area_mm2: 0.00295
clk_root_buffer_cell: "sky130_fd_sc_hd__clkbuf_8"
post_synth_ao_oa_area_fraction_pct: 18.2
worst_hold_path.num_cells: 1
rsz0062_at_grt: "no"
worst_ir_drop_vdd_mv: 0.176
ys_area_mm2: 0.00295
antenna_found_initial: 0
setup_viol: 0
power.switching_uw: 213
route.detailed.wl_per_inst_um: 16.5
critical_path.startpoint_type: "primary input"
fin_setup_tns_ns: 0
async_flop_share_pct: 100
drt_wl_total_um: 6670
power.leakage_nw: 1.54
final_hold_violation_count: 0
clock-skew-final_ns: 0.00892
synthesis.area_per_instance_um2: 9.90
maxCapViolCount: 0
critical_path_required_ns: 3.92
hpwl_um: 4730
grt_pass1_vias: 2196
total_of_fill_cells_in_the_finished_design: 475
post_synth_adder_cell_area_pct: 5.94
synth.ff_latch_count: 49
setup.worst_path.class: "in -> reg"
final_layout_size_suffix_gt1_share_pct: 15.6
dominantRegCellSynth: "sky130_fd_sc_hd__dfrtp_1"
dr.first_iter.drc_count: 180
horiz_die_dim_um: 78.8
synth-edff-count: 0
routed_vias_inst: 5.85
synth_xor_xnor_area_share_pct: 2.67
ys_cells: 298
syn_to_final_growth_pct: 19.0
fp.coreArea_mm2: 0.00561
holdBufCountCts: 0
detail-route-antenna-nets: 0
power_frac_comb_pct: 6.6
grt_usage_pct: 23.7
timing.final.crit_share_pct: 81.2
dpl.cell_count: 397
power.sequential.fraction_pct: 53.6
cts_htree_levels: 2
netlist_instances: 298
post-route-min-period_ns: 3.00
pwr-share-clk_pct: 39.8
cts_max_path_buffers: 2
max_freq_mhz: 333
drc_errors: 0
sinks_on_clock_net: 49
path summary, 6_finish.rpt:
path	startpoint	end	slack (ns)
setup / recovery	addr[1]	out_sda$_DFFE_PN1P_	0.70
min in group asynchronous	rst_n	a_count[0]$_DFF_PN0_	0.53
max in group asynchronous	rst_n	ir_addr[2]$_DFFE_PN0P_	2.73
hold reg to reg	ir_rdata[3]$_DFFE_PN0P_	ir_rdata[3]$_DFFE_PN0P_	0.51
setup reg to reg	state_counter[1]$_DFF_PN0_	out_sda$_DFFE_PN1P_	1.02
hold / removal	ir_rdata[3]$_DFFE_PN0P_	ir_rdata[3]$_DFFE_PN0P_	0.51
layout make-up:
class,count,area (um^2),area share (%)
clock inverter,2,37.5,1.07
inverter,20,75.1,2.14
tap,72,90.1,2.57
sequential,49,1230,35.2
timing repair buffer,43,418,11.9
multi-input combinational,213,1570,44.8
clock buffer,6,82.6,2.35
kinds of logic (layout without fill, tap and decap cells):
logic type      Yosys count  count (layout)
buf+inv                  36              71
compound gates           73              73
other cells               1               1
flops                    49              49
fa+ha+maj                14              14
simple gates             87              87
xor+xnor                  9               9
mux                      29              29
power by group through the flow:
stage	Combinational, mW	Clock (mW)	Sequential [mW]
4_1_cts	0.0674	0.416	0.540
5_1_grt	0.0734	0.435	0.540
6_report	0.0661	0.401	0.540
cells in the final DEF, fill, tap and decap left out, types with 6 or more instances in the layout:
| cell type | count |
|---|---|
| sky130_fd_sc_hd__mux2_2 | 21 |
| sky130_fd_sc_hd__dfstp_2 | 6 |
| sky130_fd_sc_hd__ha_1 | 14 |
| sky130_fd_sc_hd__clkbuf_8 | 6 |
| sky130_fd_sc_hd__a21oi_1 | 13 |
| sky130_fd_sc_hd__xnor2_1 | 8 |
| sky130_fd_sc_hd__clkdlybuf4s50_1 | 39 |
| sky130_fd_sc_hd__nand4_1 | 7 |
| sky130_fd_sc_hd__nor2_1 | 13 |
| sky130_fd_sc_hd__inv_1 | 20 |
| sky130_fd_sc_hd__o21ai_0 | 15 |
| sky130_fd_sc_hd__nand2_1 | 35 |
| sky130_fd_sc_hd__dfrtp_1 | 43 |
| sky130_fd_sc_hd__nand3_1 | 13 |
state kept, by name (all words and copies together), names as in the netlist, 3 cells and up:
register and count:
pst 9, ir_rdata 8, ir_wdata 8, ir_addr 7
a_count 4, state_counter 4, d_count 3
cells in the mapped netlist, types with 2 or more instances:
cell type / n / share of area [%]
sky130_fd_sc_hd__and2_1: 2 / 0.42
sky130_fd_sc_hd__nand2_1: 35 / 4.5
sky130_fd_sc_hd__o211ai_1: 4 / 1.0
sky130_fd_sc_hd__xnor2_1: 8 / 2.4
sky130_fd_sc_hd__a311oi_1: 2 / 0.59
sky130_fd_sc_hd__a21boi_0: 2 / 0.51
sky130_fd_sc_hd__nand2b_1: 2 / 0.42
sky130_fd_sc_hd__nand4_1: 7 / 1.5
sky130_fd_sc_hd__a31o_2: 4 / 1.2
sky130_fd_sc_hd__nor2_1: 13 / 1.7
sky130_fd_sc_hd__dfstp_2: 6 / 5.3
sky130_fd_sc_hd__a22o_1: 2 / 0.59
sky130_fd_sc_hd__a21oi_1: 13 / 2.2
sky130_fd_sc_hd__o21ai_0: 15 / 2.5
sky130_fd_sc_hd__nor2b_1: 2 / 0.42
sky130_fd_sc_hd__o21ba_2: 2 / 0.68
sky130_fd_sc_hd__o31ai_1: 3 / 0.76
sky130_fd_sc_hd__mux2i_1: 4 / 1.4
sky130_fd_sc_hd__buf_2: 4 / 0.68
sky130_fd_sc_hd__clkbuf_1: 10 / 1.3
sky130_fd_sc_hd__a2111oi_0: 2 / 0.59
sky130_fd_sc_hd__inv_1: 20 / 2.5
sky130_fd_sc_hd__dfrtp_1: 43 / 36
sky130_fd_sc_hd__o221ai_1: 2 / 0.59
sky130_fd_sc_hd__mux4_2: 4 / 3.1
sky130_fd_sc_hd__o41ai_1: 3 / 0.89
sky130_fd_sc_hd__nand3_1: 13 / 2.2
sky130_fd_sc_hd__nor3_1: 4 / 0.68
sky130_fd_sc_hd__and3_1: 2 / 0.42
sky130_fd_sc_hd__mux2_2: 21 / 8.0
sky130_fd_sc_hd__ha_1: 14 / 5.9
sky130_fd_sc_hd__a221o_1: 4 / 1.4
critical path, stage by stage:
cell	delay, ns
sky130_fd_sc_hd__clkdlybuf4s50_1	0.45
sky130_fd_sc_hd__xnor2_1	0.20
sky130_fd_sc_hd__nand4_1	0.30
sky130_fd_sc_hd__nor3_1	0.41
sky130_fd_sc_hd__inv_1	0.09
sky130_fd_sc_hd__ha_1	0.28
sky130_fd_sc_hd__a21oi_1	0.15
sky130_fd_sc_hd__nand4_1	0.10
sky130_fd_sc_hd__a2111oi_0	0.35
sky130_fd_sc_hd__o221ai_1	0.16
per-layer routing:
metal	global-route usage, %	part of all wire (%)	up-vias
met5	0	0	-
met4	1.82	0.95	0
met3	3.15	5.8	6
met2	32.1	41	74
met1	43.7	52	1134
li1	-	-	1157
metrics by stage:
stage / worst slack [ns] / area (um^2) / hold slack [ns]
2_1_floorplan: 1.11 / 2950 / 0.442
3_3_place_gp: 0.445 / 3390 / 0.484
3_5_place_dp: 0.375 / 3390 / 0.492
4_1_cts: 0.687 / 3510 / 0.514
5_1_grt: 0.455 / 3510 / 0.536
6_report: 0.696 / 3510 / 0.507
Power and IR drop assume default switching activity.
