==> ./design.v <==
module apb_controller (PCLK, PRESETn, PWRITE, PSELx, PENABLE, PADDR, PWDATA, PREADY, PSLVERR, PRDATA, i2c_ready, i2c_error, i2c_rdata, i2c_data_valid, i2c_addr, i2c_wdata,i2c_write,apb_data_valid);
	input PCLK, PRESETn; 									 
	input PWRITE, PSELx, PENABLE;  							 
	input [6:0] PADDR;  									 
	input [7:0] PWDATA; 									 
	output reg [7:0] PRDATA; 								 
	output reg PREADY, PSLVERR; 							 
	input i2c_ready, i2c_error;          					 
	input [7:0] i2c_rdata;  								 
	input i2c_data_valid;									 
	output reg [6:0] i2c_addr; 								 
	output reg [7:0] i2c_wdata; 							 
	output reg i2c_write;                 					 
	output reg apb_data_valid;								 
	reg [6:0] ir_paddr;
	reg [7:0] ir_pwdata;
	typedef enum bit [1:0] {IDLE, SETUP, ACCESS} state; 		 
	state pst,nst;							           			 
	always_ff @(posedge PCLK , negedge PRESETn) begin
		if(~PRESETn) begin
			 	pst<=IDLE;
		end else begin
				pst<=nst;
		end
	end
	always_ff @(posedge PCLK or negedge PRESETn) begin
		if(~PRESETn) begin
			ir_pwdata = 'd0;
			ir_paddr = 'd0;
		end else begin
			if (pst == SETUP) begin
				ir_pwdata = PWDATA;
				ir_paddr = PADDR;
			end
		end
	end
	always_comb begin
		case (pst)
			IDLE: begin
						case(PSELx)
							1'b1: nst= SETUP;
							default: nst= IDLE;
						endcase
				  end
			SETUP: begin
						case({PENABLE, PSELx})
							2'b11: nst= ACCESS;
							2'b01: nst= SETUP;
							default: nst= IDLE;
						endcase
				   end
			ACCESS: begin
						case({PENABLE, PSELx, i2c_ready})
							3'b111: nst= SETUP;
							3'b110: nst= ACCESS;
							3'b010: nst= SETUP;
							3'b011: nst= SETUP;
							default: nst= IDLE;
						endcase
				    end
			default: nst= IDLE;
		endcase
	end
	always_comb
		begin
			case(pst)	
				ACCESS:	begin
							if (PWRITE) begin
								 i2c_addr= ir_paddr;
								 i2c_wdata= ir_pwdata;
								 i2c_write=	'd1;
									apb_data_valid= 'd1;
								 PRDATA= 'd0;
								 PSLVERR= i2c_error;
								 PREADY= i2c_ready;
							end else begin
								i2c_addr= ir_paddr;
								i2c_wdata= 'd0;
								i2c_write= 'd0;
								apb_data_valid=	'd1;
								if (i2c_data_valid) begin
									PRDATA= i2c_rdata;
									PREADY= i2c_ready;
									PSLVERR= i2c_error;
								end else begin
									PRDATA=	'd0;
									PREADY= i2c_ready;
									PSLVERR= i2c_error;
								end
							end
				end
				SETUP: 	begin
				            PREADY= 'd1;
							i2c_addr= 'd0;
							i2c_wdata= 'd0;
							i2c_write=	'd0;
							apb_data_valid= 'd0;
							PRDATA= 'd0;
							PSLVERR= 'd0;
				end
				IDLE:	begin
				            PREADY= 'd1;
							i2c_addr= 'd0;
							i2c_wdata= 'd0;
							i2c_write=	'd0;
							apb_data_valid= 'd0;
							PRDATA= 'd0;
							PSLVERR= 'd0;
				end
				default: begin
							i2c_addr= 'd0;
							i2c_wdata= 'd0;
							i2c_write=	'd0;
							apb_data_valid= 'd0;
							PRDATA= 'd0;
							PSLVERR= 'd0 ;
							PREADY= 'd1;
				end
			endcase
		end
endmodule
module apb_i2c_bridge(
	input PCLK,				       	 
	input PRESETn,					 
	input PWRITE,					 
	input PSELx,					 
	input PENABLE,					 
	input [6:0] PADDR,				 
	input [7:0] PWDATA,				 
	output reg [7:0] PRDATA,		 
	output reg PREADY,				 
	output reg PSLVERR,				 
	output scl,						 
	inout sda,						 
	output i2c_data_valid,			 
	output apb_data_valid,			 
	output ta_count_done,
	output d_count_done,
	output state_count_done
);
wire i2c_ready, i2c_error;          								
wire [7:0] i2c_rdata;
assign i2c_rdata = 0;  									
wire [6:0] i2c_addr; 						
wire [7:0] i2c_wdata; 								
wire i2c_write;                 					
	apb_controller inst_apb_controller
		(
			.PCLK           (PCLK),
			.PRESETn        (PRESETn),
			.PWRITE         (PWRITE),
			.PSELx          (PSELx),
			.PENABLE        (PENABLE),
			.PADDR          (PADDR),
			.PWDATA         (PWDATA),
			.PREADY         (PREADY),
			.PSLVERR        (PSLVERR),
			.PRDATA         (PRDATA),
			.i2c_ready      (i2c_ready),
			.i2c_error      (i2c_error),
			.i2c_rdata      (i2c_rdata),
			.i2c_data_valid (i2c_data_valid),
			.i2c_addr       (i2c_addr),
			.i2c_wdata      (i2c_wdata),
			.i2c_write      (i2c_write),
			.apb_data_valid (apb_data_valid)
		);
	top inst_top
		(
			.clk              (PCLK),
			.rst_n            (PRESETn),
			.i_taaddr6_0      (i2c_addr),
			.i_apb_dv         (apb_data_valid),
			.i_write          (i2c_write),
			.i_wdata          (i2c_wdata),
			.or_act_rdbsybar  (i2c_ready),
			.ta_count_done    (ta_count_done),
			.d_count_done     (d_count_done),
			.state_count_done (state_count_done),
			.o_i2c_dv         (i2c_data_valid),
			.o_i2c_err        (i2c_error),
			.scl              (scl),
			.sda              (sda)
		);
endmodule : apb_i2c_bridge
module i2c_actuator(
	input clk,     
	input rst_n,
	input [6:0]i_taaddr6_0,		 
	input in_sda,
	input [7:0]i_wdata,							 
	input i_apb_dv_n,
	input i_write_n,
	output o_scl,
	output reg out_sda,
	output reg o_i2c_err,
	output reg [9:0]state_count,
	output reg [2:0]ta_count,
	output reg [2:0]d_count,
	output reg ta_count_done,
	output reg d_count_done,
	output reg state_count_done,
	output reg o_act_stop_idle_flag,
	output reg or_act_rdbsybar
);
enum  {IDLE, START, TADDR, TASL_ACK, WDATA, DSL_ACK, STOP}act_pst; 
reg [7:0]ir_wdata;
reg [7:0]ir_trgtaddr;
reg state_scl_done;
always_ff @(posedge clk or negedge rst_n) begin
	if(~rst_n) begin
		state_count <= 0;
		state_count_done<=0;
		state_scl_done<=0;
	end else begin
		if ((state_count==999) || (act_pst==IDLE)) begin
			state_count=0;
			state_scl_done<=0;
		end
		else state_count <= state_count + 1;
		case (state_count)
			0:		begin
						state_scl_done <= 'd0;
						state_count_done <= 'd0;
					end
			499:	begin
						state_scl_done<='d1;
						state_count_done <= 'd0;
					end
			998: 	begin
						if(!((act_pst==START) || (act_pst==STOP) ))  state_scl_done<='d1; 
						state_count_done <= 'd1;
					end		
			default : 
				begin
					state_scl_done <= 'd0;
					state_count_done <= 'd0;
				end
		endcase
	end
end
reg scl_en=0;
assign o_scl=scl_en?'d0:'dz;
always_ff @(posedge clk or negedge rst_n) begin
	if(~rst_n) begin
		scl_en <= 'd0;
	end else begin
		if (act_pst==IDLE) begin
			scl_en='d0;
		end
		if (state_scl_done) begin
			scl_en=~scl_en;
		end
	end
end
always_ff @(posedge clk or negedge rst_n) begin
	if(~rst_n) begin
		ta_count <= 0;
		d_count <= 0;
		d_count_done <= 0;
		ta_count_done <= 0;
	end else begin
		case(act_pst) 
			TADDR:
			begin
				case (ta_count)
					7: 	begin
							if (state_count==998) begin
								ta_count_done <= 'd1;
							end
						end
					default : begin
								ta_count_done <= 'd0;
							  end
				endcase 
				if (state_count_done)	ta_count <= ta_count + 1;
				else ta_count<=ta_count;
			end
			WDATA:
			begin
				case (d_count)
					7: 	begin 
							if (state_count==998) begin
								d_count_done <= 'd1;
							end
						end		
					default : d_count_done <= 'd0;
				endcase 
					if(state_count_done)	d_count <= d_count + 1;
					else	d_count<=d_count;
			end
			default:
				begin
					ta_count <= 0;
					d_count <= 0;
					d_count_done <= 0;
					ta_count_done <= 0;
				end
		endcase
	end
end
always_ff @(posedge clk, negedge rst_n) begin
	if(~rst_n) begin
		 ir_wdata<=0;   		    
		 ir_trgtaddr<=0;		    
		 o_i2c_err<=0;	  	    
		 out_sda<='d1;		    
		 or_act_rdbsybar<='d0; 
		 act_pst <= IDLE;	    
		 o_act_stop_idle_flag=0;  
	end else begin
		case (act_pst)
		 	IDLE:
		 		begin
			 		ir_trgtaddr[7:0]<={i_taaddr6_0, i_write_n};
		 			if ((~i_apb_dv_n) && (~i_write_n)) begin
			 			ir_wdata<=i_wdata;
						o_i2c_err<=0;
			 			out_sda<=0;
						or_act_rdbsybar<=0;
			 			act_pst<=START;
			 			o_act_stop_idle_flag=0;
		 			end
		 			else begin
		 				 ir_wdata<=0;   		    
		 				 ir_trgtaddr<=0;		    
		 				 o_i2c_err<=0;	  	    
		 				 out_sda<='d1;		    
		 				 or_act_rdbsybar<='d0;   
		 				 act_pst <= IDLE;	    
		 				 o_act_stop_idle_flag=0; 
		 			end
		 		end
		 	START:
		 		begin
		 			o_act_stop_idle_flag=0;
		 			if (state_count_done) begin
		 				out_sda<=ir_trgtaddr[7];
		 				act_pst<=TADDR;
		 			end
		 		end
		 	TADDR:
		 		begin
		 			if (ta_count_done && state_count_done) begin
		 				out_sda<='d1; 
		 				act_pst<=TASL_ACK;
		 			end
		 			else begin
		 				if(state_count_done)	out_sda<=ir_trgtaddr[6 - ta_count];
		 				act_pst<=TADDR;
		 			end
		 		end
		 	TASL_ACK:
		 		begin
		 			if ((in_sda) && (state_scl_done)) begin
		 				o_i2c_err<=1; 
		 				act_pst<=TASL_ACK;
		 			end
	 				if (state_count_done) begin
	 					if (o_i2c_err) begin
 							out_sda<='d0;
 							act_pst<=STOP;
	 					end
	 					else begin
		 					out_sda <= ir_wdata[7];
		 					act_pst <= WDATA; 						
	 					end	
	 				end
	 				else begin
	 					out_sda<='d1; 
	 					act_pst<=TASL_ACK;
	 				end
		 		end
		 	WDATA:
		 		begin
		 			if (d_count_done && state_count_done) begin
		 				out_sda<='d1;
						or_act_rdbsybar<='d1;
		 				act_pst<=DSL_ACK;
		 			end
		 			else begin
		 				out_sda<=ir_wdata[7 - d_count];
						or_act_rdbsybar<='d0;
		 				act_pst<=WDATA;
		 			end
		 		end
		 	DSL_ACK:
		 		begin
		 			or_act_rdbsybar<='d0;
		 			if ((in_sda) && (state_scl_done)) begin
		 				o_i2c_err<=1;
		 				act_pst<=DSL_ACK;
		 			end
	 				if (state_count_done) begin
	 					if (o_i2c_err) begin
	 						out_sda<='d0;
	 						act_pst<= STOP;
	 					end	
	 					else if((ir_trgtaddr[7:1]==i_taaddr6_0) && (~i_write_n) && (~i_apb_dv_n)) begin
	 						out_sda <= ir_wdata[7];
	 						act_pst <= WDATA;		
	 					end
	 					else begin
	 						out_sda<='d0;
	 						act_pst<= STOP;
	 					end
	 				end
	 				else begin
	 					out_sda<='d1;
	 					act_pst<=DSL_ACK;
	 				end
		 		end
		 	STOP:
		 		begin
					if (state_count_done) begin
						o_act_stop_idle_flag=1;
						out_sda <= 'd1;
						act_pst <= IDLE;
					end else begin
						if(state_count==750)	out_sda <= 'd1;
						act_pst <= STOP;
					end
		 		end
		 	 default:
			  	begin
			  		 ir_wdata<=0;   		  
			  		 ir_trgtaddr<=0;		  
			  		 o_i2c_err<=0;	  	  
			  		 out_sda<='d1;		  
				 	 or_act_rdbsybar<=0;	  
			  		 act_pst <= IDLE;	  
			  	end
		endcase
	end
end
endmodule : i2c_actuator
module top (
	input clk,     
	input rst_n,   
	input [6:0]i_taaddr6_0,
	input i_apb_dv,
	input i_write,
	input [7:0]i_wdata,							 
	output or_act_rdbsybar,
	output wire ta_count_done,
	output wire d_count_done,
	output wire state_count_done,
	output o_i2c_dv,
	output wire o_i2c_err,
	inout scl,
	inout sda
);
	wire out_sda;
	wire in_sda;
	wire [9:0]state_count;
	wire [2:0]ta_count;
	wire [2:0]d_count;
	wire o_act_stop_idle_flag;
	reg sda_med;
    wire aLsyncResetOut;
	i2c_actuator inst_i2c_actuator
		(
			.clk                 (clk),
			.rst_n               (aLsyncResetOut),
			.i_taaddr6_0         (i_taaddr6_0),
			.in_sda              (in_sda),
			.i_write_n            (aLwriteOut),
			.i_wdata             (i_wdata),
			.i_apb_dv_n            (aapbdvOut), 
			.o_scl               (scl),
			.out_sda             (out_sda),
			.o_i2c_err           (o_i2c_err),
			.state_count         (state_count),
			.ta_count            (ta_count),
			.d_count             (d_count),
			.ta_count_done       (ta_count_done),
			.d_count_done        (d_count_done),
			.state_count_done    (state_count_done),
			.o_act_stop_idle_flag (o_act_stop_idle_flag),
			.or_act_rdbsybar   (or_act_rdbsybar)
		);
	asynwriteR asynwriteR_inst (.awriteIn(~i_write), .clk(clk), .aLwriteOut(aLwriteOut));
	asyncLowR asyncLowR_inst(.aRLowIn(rst_n), .clk(clk), .aLsyncResetOut(aLsyncResetOut));
	asyncapbvalid asyncapbvalid_inst (.aapbdvIn(~i_apb_dv), .clk(clk), .aapbdvOut(aapbdvOut));
	assign o_i2c_dv=0;
	assign sda = sda_med?'dz:'d0;
	assign in_sda = sda;
	always_comb begin
		if(~aLsyncResetOut) begin
			sda_med <= 'd1;
		end else if ((ta_count_done && (~state_count_done)) || (d_count_done && (~state_count_done))) begin
			sda_med <= 'd0;
		end else begin
			sda_med <= out_sda;
		end
	end
endmodule : top
module asyncLowR (aRLowIn, clk, aLsyncResetOut);
	input aRLowIn, clk;
	output reg aLsyncResetOut;
	reg temp;
	always @(posedge clk, negedge aRLowIn) begin
		if(!aRLowIn) begin
			 {aLsyncResetOut, temp}<= 2'b0;
		end else begin
			 {aLsyncResetOut, temp}<= {temp,1'b1};
		end
	end
endmodule
module asynwriteR (awriteIn, clk, aLwriteOut);
	input awriteIn, clk;
	output reg aLwriteOut;
	reg temp;
	always @(posedge clk, negedge awriteIn) begin
		if(!awriteIn) begin
			 {aLwriteOut, temp}<= 2'b0;
		end else begin
			 {aLwriteOut, temp}<= {temp,1'b1};
		end
	end
endmodule
module asyncapbvalid (aapbdvIn, clk, aapbdvOut);
	input aapbdvIn, clk;
	output reg aapbdvOut;
	reg temp;
	always @(posedge clk, negedge aapbdvIn) begin
		if(!aapbdvIn) begin
			 {aapbdvOut, temp}<= 2'b0;
		end else begin
			 {aapbdvOut, temp}<= {temp,1'b1};
		end
	end
endmodule
==> ./run.sh <==
#!/bin/bash
# OpenROAD 26Q1-2900-gdf79404cd8, Yosys 0.63+post, stock flow scripts
make -C /OpenROAD-flow-scripts/flow DESIGN_CONFIG=/design/flow/config.mk WORK_HOME=/design/flow/orfs finish
==> ./config.mk <==
export PLATFORM = sky130hd
export DESIGN_NAME = apb_i2c_bridge
export DESIGN_NICKNAME = apb_i2c_bridge
export VERILOG_FILES = /design/flow/design.v
export SDC_FILE = /design/flow/constraint.sdc
export NUM_CORES = 4
export LEC_CHECK = 1
export CORE_UTILIZATION = 40
==> ./constraint.sdc <==
current_design apb_i2c_bridge

set clk_period 1.4
set clk_io_pct 0.2

create_clock -name clk0 -period $clk_period [get_ports {PCLK}]

set non_clock_inputs [all_inputs -no_clocks]
set_input_delay [expr $clk_period * $clk_io_pct] -clock clk0 $non_clock_inputs
set_output_delay [expr $clk_period * $clk_io_pct] -clock clk0 [all_outputs]
==> flow_metrics.env <==
# implementation run metrics
export IMPL_ioPinCount=37
export IMPL_synth_cell_types=43
export IMPL_numSynthFlops=51
export IMPL_synthArstFlopShare=1.00
export IMPL_htreeDepth=2
export IMPL_syn_area_per_cell_um2=10.4
export IMPL_clkLatencyLatePin_ps=300
export IMPL_grt_pass1_vias=1852
export IMPL_place_congestion=0.792
export IMPL_routed_wl_um=5090
export IMPL_drc=0
export IMPL_worst_hold_slack_ps=145
export IMPL_yosys_stat_area_mm2=0.00250
export IMPL_clk_pin_slew_worst_paths_ps=90
export IMPL_fin_cells=397
export IMPL_die_w_um=81.0
export IMPL_required_ps=1600
export IMPL_synth_main_ff_cell="dfrtp_1"
export IMPL_hp_class="primary input to asynchronous set/reset pin"
export IMPL_cp_end_kind="flop"
export IMPL_coreArea_mm2=0.00596
export IMPL_vias_per_cell=4.89
export IMPL_io_buffers=17
export IMPL_place_hpwl_um=3420
export IMPL_die_h_um=81.0
export IMPL_num_antenna_cells=0
export IMPL_fmax_mhz=591
export IMPL_ys_cells=240
export IMPL_grt_overflow_total=0
export IMPL_cts_buffer_depth=2
export IMPL_wl_per_cell_um=12.8
export IMPL_cts_root_buf="clkbuf_8"
export IMPL_grt_use_total=0.175
export IMPL_ir_drop_v=0.000768
export IMPL_cts_buffers=5
export IMPL_grt_pass1_wl_um=8470
export IMPL_syn_area_mm2=0.00250
export IMPL_p_leak_nw=1.67
export IMPL_fin_ws_ps=-292
export IMPL_postRouteAntennaNets=0
export IMPL_worst_clock_skew_ps=7.46
export IMPL_die_area_mm2=0.00656
export IMPL_dr_pass1_iters=4
export IMPL_maxSlewViolCount=0
export IMPL_grt_max_degree=36
export IMPL_violations="negative setup slack"
export IMPL_area_delta_synth_final_pct=37.6
export IMPL_final_hold_viol_count=0
export IMPL_tns_ps=-2760
export IMPL_critPathLaunchType="flop"
export IMPL_final_common_cell="buf_4"
export IMPL_via_count=1940
export IMPL_drtIter0Drc=92
export IMPL_path_max_fanout=5
export IMPL_cap_violations=0
export IMPL_initCoreUtil=0.419
export IMPL_edf_count=0
export IMPL_drive_above_1_share=0.373
export IMPL_rsz0062_at_grt="yes"
export IMPL_cp_arrival_ps=1900
export IMPL_grt_antenna_before_repair=0
export IMPL_warnings=37
export IMPL_synth_cells=240
export IMPL_crit_type="flop to flop"
export IMPL_yosysWarnings=10
export IMPL_post_place_cells=371
export IMPL_clock_sinks=51
export IMPL_layout_top_cells="buf_4, dfrtp_1, nor2_1"
export IMPL_rows=28
export IMPL_cts_tree="yes"
export IMPL_timing_final_crit_period_ps=1690
export IMPL_dpl_worst_slack_ps=-418
export IMPL_setup_violations=12
export IMPL_ys_seq_frac=0.512
export IMPL_finalCritPeriodShare=1.21
export IMPL_cts_hold_buffers_added=0
export IMPL_outcome="complete, but fails checks"
export IMPL_power_density_mw_per_mm2=1240
[cell usage after synthesis (2+ instances only)]
master,number,area share
dfrtp_1,49,0.49
nand2_1,21,0.032
nor2_1,19,0.029
o21ai_0,14,0.028
a21oi_1,13,0.026
buf_4,11,0.033
inv_1,11,0.017
a22o_2,8,0.032
nand3_1,8,0.016
nor2b_1,8,0.020
xor2_1,8,0.028
mux2_2,7,0.032
ha_1,6,0.030
clkbuf_1,5,0.0075
o22ai_1,5,0.013
buf_6,4,0.018
a22oi_1,3,0.0090
and4_1,3,0.011
nand3b_1,3,0.0090
nor3_1,3,0.0060
xnor2_1,3,0.011
a21o_1,2,0.0060
a31oi_1,2,0.0050
conb_1,2,0.0030
dfstp_2,2,0.021
o21a_1,2,0.0060
or3_1,2,0.0050
[registers in the layout, summed over array words and instances, names as in the netlist, 3 cells and up]
register and count:
inst_apb_controller.ir_paddr 7, inst_apb_controller.pst 3, inst_top.inst_i2c_actuator.act_pst 7, inst_top.inst_i2c_actuator.d_count 3
inst_top.inst_i2c_actuator.ir_trgtaddr 7, inst_top.inst_i2c_actuator.state_count 10, inst_top.inst_i2c_actuator.ta_count 3
[worst max-delay path: stages, from the launching register on]
cell	delay (ps)
dfrtp_1	380
or4_4	550
or3_4	410
a22o_2	250
[logic make-up (layout without fill, tap and decap cells)]
logic type,Yosys count,in the layout,share of synthesized area
other,2,14,0.00301
AND-OR/OR-AND,52,52,0.136
multiplexers,8,8,0.0356
buffers and inverters,31,100,0.0752
XOR/XNOR,11,11,0.0386
adder cells (fa/ha/maj),6,6,0.0301
flip-flops,51,51,0.512
AND/OR/NAND/NOR,79,80,0.169
[final timing paths]
| path | startpoint | to | slack [ps] | depth (start not counted) |
|---|---|---|---|---|
| min in group clk0 | inst_top.asyncapbvalid_inst.temp | inst_top.asyncapbvalid_inst.aapbdvOut | 350 | 0 |
| hold / removal | PWRITE | inst_top.asynwriteR_inst.temp | 150 | 2 |
| hold reg to reg | inst_top.asyncLowR_inst.aLsyncResetOut | inst_top.inst_i2c_actuator.ir_trgtaddr[4] | 270 | 1 |
| setup reg to reg | inst_top.inst_i2c_actuator.act_pst[4] | inst_top.inst_i2c_actuator.ir_trgtaddr[6] | -290 | 3 |
| setup / recovery | inst_top.inst_i2c_actuator.act_pst[4] | inst_top.inst_i2c_actuator.ir_trgtaddr[6] | -290 | 3 |
| max in group asynchronous | inst_apb_controller.pst[1] | inst_top.asynwriteR_inst.aLwriteOut | 690 | 4 |
[area by class of cell]
cell class | count | area [µm²]
fill | 495 | 2520
sequential | 51 | 1280
multi-input combinational | 171 | 1220
timing repair buffer | 81 | 678
tap | 75 | 93.8
clock buffer | 6 | 82.6
inverter | 11 | 46.3
clock inverter | 2 | 35.0
[where the power goes]
group,internal (mW),switching (mW)
Combinational,0.782,0.516
Clock,0.579,0.473
Sequential,1.69,0.218
[per-layer routing]
| layer | wire length, µm | up-vias | track usage |
|---|---|---|---|
| li1 | - | 967 | - |
| met1 | 2670 | 940 | 0.291 |
| met2 | 2210 | 26 | 0.267 |
| met3 | 134 | 7 | 0.0228 |
| met4 | 80 | 0 | 0.0179 |
| met5 | 0 | - | 0 |
[timing repair]
| item | 4_1_cts | 5_1_grt |
|---|---|---|
| gates cloned | 1 | 1 |
| pin swaps | 16 | 13 |
| endpoints found under the setup margin | 18 | 29 |
| gates resized | 38 | 17 |
| buffers inserted | 16 | 4 |
[through the flow]
stage	area (µm²)	power (mW)	utilization
global placement	3030	2.97	0.509
CTS	3360	4.16	0.564
floorplan	2570	2.46	-
global route	3440	4.50	0.577
detailed placement	3030	2.99	0.509
finish	3440	4.26	0.577
Power and IR drop assume default switching activity.
